==> /design/flow/design.v <==
module pipeline_register #(
    parameter int DATA_WIDTH = 32   
)(
    input  logic                    clk,
    input  logic                    rst_n,       
    input  logic [DATA_WIDTH-1:0]   in_data,
    input  logic                    in_valid,
    output logic                    in_ready,
    output logic [DATA_WIDTH-1:0]   out_data,
    output logic                    out_valid,
    input  logic                    out_ready
);
    logic [DATA_WIDTH-1:0] data_reg;
    logic                  valid_reg;
    logic input_fire;
    assign input_fire = in_valid & in_ready;
    logic output_fire;
    assign output_fire = out_valid & out_ready;
    assign in_ready = !valid_reg | out_ready;
    always_ff @(posedge clk or negedge rst_n) begin
        if (!rst_n) begin
            data_reg  <= '0;
            valid_reg <= 1'b0;
        end else begin
            case ({input_fire, output_fire})
                2'b00: begin
                    data_reg  <= data_reg;
                    valid_reg <= valid_reg;
                end
                2'b01: begin
                    data_reg  <= data_reg;   
                    valid_reg <= 1'b0;
                end
                2'b10: begin
                    data_reg  <= in_data;
                    valid_reg <= 1'b1;
                end
                2'b11: begin
                    data_reg  <= in_data;
                    valid_reg <= 1'b1;
                end
            endcase
        end
    end
    assign out_data  = data_reg;
    assign out_valid = valid_reg;
    // synthesis translate_off
    property no_data_loss;
        @(posedge clk) disable iff (!rst_n)
        in_valid && !in_ready |-> $stable(in_data);
    endproperty
    assert property (no_data_loss) else 
        $error("Data loss detected: in_valid high but in_ready low");
    property no_duplication;
        @(posedge clk) disable iff (!rst_n)
        out_valid && !out_ready |=> out_valid && $stable(out_data);
    endproperty
    assert property (no_duplication) else 
        $error("Data duplication: out_data changed while out_valid high and out_ready low");
    property reset_clears_valid;
        @(posedge clk)
        !rst_n |=> !out_valid;
    endproperty
    assert property (reset_clears_valid) else
        $error("Valid not cleared after reset");
    // synthesis translate_on
endmodule
==> /design/flow/run.sh <==
#!/bin/bash
# OpenROAD 26Q1-2900-gdf79404cd8, Yosys 0.63+post, stock flow scripts
make -C /OpenROAD-flow-scripts/flow DESIGN_CONFIG=/design/flow/config.mk WORK_HOME=/design/flow/orfs finish
==> /design/flow/config.mk <==
export PLATFORM = sky130hd
export DESIGN_NAME = pipeline_register
export DESIGN_NICKNAME = pipeline_register
export VERILOG_FILES = /design/flow/design.v
export SDC_FILE = /design/flow/constraint.sdc
export NUM_CORES = 4
export LEC_CHECK = 1
export CORE_AREA = 10 10 105 105
export DIE_AREA = 0 0 115 115
==> /design/flow/constraint.sdc <==
current_design pipeline_register

set clk_period 2.0
set clk_io_pct 0.2

create_clock -name clk0 -period $clk_period [get_ports {clk}]

set non_clock_inputs [all_inputs -no_clocks]
set_input_delay [expr $clk_period * $clk_io_pct] -clock clk0 $non_clock_inputs
set_output_delay [expr $clk_period * $clk_io_pct] -clock clk0 [all_outputs]
==> out/metrics.cfg <==
[critical_path]
crit_fanout = 3
critPathArrivalTime_ns = 1.45
crit_path_end_kind = output port
critPathKind = input pin to output port
worstSetupStartpointType = input pin
required_ns = 1.60

[final_timing]
fin_crit_ns = 1.85
final.setup.tns_ns = 0
fmax_ghz = 0.540
min_period_over_period = 0.926
slew_headroom = 0.491
setup_slack_ns = 0.148
grt_setup_unrepaired = no
hold_viol = 0
setup_violations = 0
fin_worst_skew_ns = 0.00415
worst_pin_slew_ns = 0.764
finalMaxSlewViolations = 0

[floorplanning]
core_um2 = 8760
die_area_um2 = 13200
die_h_um = 115
die_x_um = 115
pin_count = 70
fp-utilization = 0.159
rows = 34

[global_routing]
antenna_found_initial = 0
grt_use_met2 = 0.0837
grtUsageMet3 = 0.0153
grt_usage = 0.0534
grt_first_pass_wirelength_um = 5680
grt_max_degree = 34
top_usage_layer = met2
gr-total-overflow = 0
grt_use_met1 = 0.0726
grt_pass1_vias = 951

[clock_network]
cts-resized-gates = 0
cts_tree = built
clock-sinks = 33
numCtsBuffers = 5
root_buffer = clkbuf_8
cts_hold_buf = 0
clock_latency_ns = 0.28
cts_buffer_depth = 2
cts.reportedPaths.clkPinSlew_ns = 0.07
htree_levels = 2
cts_setup_buffers = 0

[final_layout]
largest_reg_flops = 32
fin_cells = 253
lay_top_count = clkdlybuf4s50_1
drive_above_1_share = 0.297
fillCellCount = 921
area_growth_pct = 62.9
combGateArea_um2 = 505
layout.cells.most_common_list = 68 x clkdlybuf4s50_1, 33 x dfrtp_1, 30 x mux2_4
flop_area_um2 = 826

[yosys]
synth_cell_types = 7
yosys_cells = 71
ys_chip_area_um2 = 1390
syn_area_um2 = 1390
syn_inst = 71
yosysTopAreaCellShare = 0.594
synth_area_leader_cell = dfrtp_1
synthTopCellsByArea = dfrtp_1 59%, mux2_4 32%, buf_12 4.3%
synth_flops = 33
post_synth.cell_area_avg_um2 = 19.6
yosysSeqAreaShare = 0.594
ys_warn_count = 2

[min_path]
hold_class = input pin to async pin

[routing]
routed_wl_um = 3560
remaining_drc_errors = 0
drt_iter0_markers = 16
routedWlPerCell_um = 14.1
vias_per_cell = 3.31
first_pass_iters = 3
vias = 838
num_antenna_cells = 0
ant_nets = 0

[pwr]
vdd_drop_max_mv = 0.219
cellLeakagePower_nw = 1.00
powerDensity_nw_per_um2 = 769
p_sw_w = 0.000385
comb_power_share = 0.261
p_sw_frac = 0.221
power.share.clock = 0.269
p_int_w = 0.00136
p_seq_frac = 0.470

[placed_design]
io_buffer_count = 69
place_congestion = 0.660
placed_cells = 247
hpwl_um = 2740
place_ws_ns = 0.146

[job]
warnings = 25
max_cap_violations = 0

[status]
status = complete, no violations

[through the flow]
stage	hold WS, ns	power (W)	util	cell area [um2]
2_1_floorplan	0.104	0.000986	-	1390
3_3_place_gp	0.490	0.00130	0.250	2190
3_5_place_dp	0.490	0.00130	0.250	2190
4_1_cts	0.213	0.00180	0.259	2270
5_1_grt	0.255	0.00186	0.259	2270
6_report	0.192	0.00174	0.259	2270
[per-layer routing]
layer / vias to the layer above / part of all wire
li1: 395 / -
met1: 403 / 0.42
met2: 35 / 0.48
met3: 5 / 0.073
met4: 0 / 0.024
met5: - / 0
[cell families (layout without fill, tap and decap cells)]
kind of cell	count (synthesis)	after routing	share of synthesized area
buf+inv	3	77	0.0432
mux	32	32	0.340
flops	33	33	0.594
simple gates	3	3	0.0234
[cells in the mapped netlist]
cell and number:
nand2_4 1, or2b_1 1, mux2_2 2, dfrtp_1 33, mux2_4 30, buf_12 3, nand2b_4 1
[path summary, 6_finish.rpt]
kind	startpoint	to	slack (ns)	depth (start not counted)
max reg2reg	valid_reg	data_reg[22]	0.79	4
max	out_ready	in_ready	0.15	3
min	rst_n	data_reg[12]	0.19	1
min in group clk0	data_reg[29]	data_reg[29]	0.51	1
max in group asynchronous	rst_n	data_reg[7]	1.32	1
min reg2reg	data_reg[29]	data_reg[29]	0.51	1
[power groups by stage]
| stage | clock [W] | combinational, W | sequential [W] |
|---|---|---|---|
| 6_report | 0.000468 | 0.000455 | 0.000819 |
| 5_1_grt | 0.000529 | 0.000493 | 0.000834 |
| 4_1_cts | 0.000508 | 0.000469 | 0.000819 |
[critical path, stage by stage]
cell	delay, ns
clkdlybuf4s50_1	0.45
nand2b_4	0.13
clkdlybuf4s50_1	0.47
[cell type report]
class | instances | area share
clock buffers | 5 | 0.0304
clock inverters | 1 | 0.00221
multi-input cells | 35 | 0.223
flip-flops and latches | 33 | 0.364
well taps | 108 | 0.0596
repair buffers | 71 | 0.320
Power is estimated from default activity; no workload was simulated.
